--- flow/run.sh ---
#!/bin/bash
# OpenROAD 26Q1-2900-gdf79404cd8, Yosys 0.63+post, stock flow scripts
make -C /OpenROAD-flow-scripts/flow DESIGN_CONFIG=/design/flow/config.mk WORK_HOME=/design/flow/orfs finish
--- flow/config.mk ---
export PLATFORM = sky130hd
export DESIGN_NAME = project1
export DESIGN_NICKNAME = project1
export VERILOG_FILES = /design/flow/design.v
export SDC_FILE = /design/flow/constraint.sdc
export NUM_CORES = 4
export LEC_CHECK = 1
export CORE_AREA = 10 10 87 87
export DIE_AREA = 0 0 97 97
--- flow/design.v ---
`timescale 1ns / 1ps
module input_part(
    input clk,
	 input [3:0] partA,
	 input [3:0] partB,
	 input partC,
	 output reg [3:0] unsorted_num0,
	 output reg [3:0] unsorted_num1,
	 output reg [3:0] unsorted_num2,
	 output reg [3:0] unsorted_num3
	  );
	 always @(posedge clk)
	 begin
	 if(partC !=0)
	 begin
	 case(partA)
	 4'b0001: unsorted_num0 = partB;
	 4'b0010: unsorted_num1 = partB;
	 4'b0100: unsorted_num2 = partB;
	 4'b1000: unsorted_num3 = partB;
	 endcase
end
end	 
endmodule
`timescale 1ns / 1ps
module output_part(
input clk,
input [3:0] sorted_num0,
input [3:0] sorted_num1,
input [3:0] sorted_num2,
input [3:0] sorted_num3,
input start_display,
output reg [3:0] partE
);
always @(posedge clk)
begin
if(start_display==1)
begin
partE=sorted_num0;
#700;
partE=sorted_num1;
#700;
partE=sorted_num2;
#700;
partE=sorted_num3;
#700;
end
end
endmodule
`timescale 1ns / 1ps
module project1(
	input clk,
	input [3:0] partA,
	input [3:0] partB,
	input partC,
	input partD,	
	output [3:0] partE
);
	wire [3:0] unsorted_num [3:0];
	wire [3:0] sorted_num [3:0];
	wire start_display;
	input_part ip(clk, partA, partB, partC,
	unsorted_num[0], unsorted_num[1], unsorted_num[2], unsorted_num[3]);
	sorting_part sp(clk, partD, 
	unsorted_num[0], unsorted_num[1], unsorted_num[2], unsorted_num[3],
	sorted_num[0], sorted_num[1], sorted_num[2], sorted_num[3], start_display); 
	output_part op(clk, sorted_num[0], sorted_num[1], sorted_num[2], sorted_num[3], start_display, partE);
endmodule
`timescale 1ns / 1ps
module sorting_part(
input clk, 
input partD, 
	input [3:0] unsorted_num0, 
	input [3:0] unsorted_num1,
	input [3:0] unsorted_num2,
	input [3:0] unsorted_num3,
   output reg [3:0] sorted_num0,
	output reg [3:0] sorted_num1,
	output reg [3:0] sorted_num2,
	output reg [3:0] sorted_num3,
	output reg start_display
	);
	 integer i;
	 integer j;
	 reg [3:0] temp1;
	 reg [3:0] temp[3:0];
	 always@(posedge clk)
	 begin
	 temp[0]=unsorted_num0;
	 temp[1]=unsorted_num1;
	 temp[2]=unsorted_num2;
	 temp[3]=unsorted_num3;
	 if (partD!=0)
	 begin
	 for(i=0;i<4;i=i+1)
	 begin
	 for(j=0;j<4;j=j+1)
	 begin
            if(temp[i]<temp[j])
            begin
                temp1=temp[i];
                temp[i]=temp[j];
                temp[j]=temp1;
					 end
	 end
	 end
	 sorted_num0=temp[0];
	 sorted_num1=temp[1];
	 sorted_num2=temp[2];
	 sorted_num3=temp[3];
	 start_display=1;
	end
	end
endmodule
--- flow/constraint.sdc ---
current_design project1

set clk_period 4.7
set clk_io_pct 0.2

create_clock -name clk0 -period $clk_period [get_ports {clk}]

set non_clock_inputs [all_inputs -no_clocks]
set_input_delay [expr $clk_period * $clk_io_pct] -clock clk0 $non_clock_inputs
set_output_delay [expr $clk_period * $clk_io_pct] -clock clk0 [all_outputs]
==> metrics.sh <==
STOP_STAGE='4_1_cts'
YOSYS.AREA_SHARE.SIMPLE_PCT=15.5
ASYNC_SET_RESET_FLOP_SHARE_OUT_OF_SYNTHESIS_PCT=0
CLOCK-SINKS=24
YOSYS_MOST_USED_DFF='edfxtp_1'
POSTCTSHOLDBUFS=0
TOPCOMBFAMILYBYAREA='AND-OR/OR-AND gates'
YS_WARN_COUNT=5
CTS_BUFFERS=3
DIE_Y_UM=97
ROWS=27
CTS_RESIZED=26
POST_SYNTH_XOR_AREA_FRACTION_PCT=0
SYN_AREA_UM2=3330
YS_SEQ_ELEMENTS=24
YS_SEQ_SHARE_PCT=20.5
POST_SYNTH_MUX_AREA_SHARE_PCT=6.06
POST-CTS-SETUP-BUFFER-COUNT=54
FIRST-ERROR='[ERROR DPL-0036] Detailed placement failed.'
POST_SYNTH_MAIN_AREA_CONTRIBUTORS='ha_1 (21%), edfxtp_1 (18%), inv_1 (5.5%)'
CELL_CHOSEN_FOR_THE_CLOCK_ROOT='clkbuf_8'
OUTCOME='did not finish'
SYNTHADDERAREAFRAC_PCT=21.1
DOMINANT_CELL_TYPE_BY_AREA_AFTER_SYNTHESIS='ha_1'
SYNTH.DISTINCT_CELLS=70
CTS.PATH.MAX_BUFFERS=2
SYNTH_STAT.CELLS=389
HTREEDEPTH=1
GP_ROUTABILITY_CONGESTION=0.953
AVGSYNTHCELLAREA_UM2=8.55
FLOORPLAN.IO_PINS=15
SYNTH_CHIP_AREA_UM2=3330
SYNTHESIS.INSTANCES=389
SYNTH.CELLMIX.COMPOUNDSHARE_PCT=31.3
IO_BUFFERS=14
POST-DP-HPWL_MM=9.87
SYNTHDOMINANTCELLAREASHARE_PCT=21.1
FP-UTILIZATION_PCT=58.9
DIEWIDTH_UM=97
EDF_COUNT=20
-- through the flow --
stage | utilization, % | setup slack [ps] | area (µm²) | cells | hold WS, ps
2_1_floorplan | - | -8250 | 3670 | 389 | 323
3_3_place_gp | 93.1 | -8290 | 5250 | 655 | 330
3_5_place_dp | 93.1 | -8690 | 5250 | 655 | 328
-- kinds of logic after synthesis --
logic type,after synthesis
AND/OR/NAND/NOR,104
buffers and inverters,49
AND-OR/OR-AND,138
adder cells (fa/ha/maj),56
flip-flops,24
multiplexers,18
-- cell usage after synthesis, types with 8 or more instances --
library cell,instances
nor2_1,31
nand2b_1,8
a21oi_1,36
nand2_1,24
inv_1,49
edfxtp_1,20
mux2_2,9
a21o_1,8
ha_1,56
o21ai_0,19
o21a_1,11
